$ cat /design/flow/config.mk
export PLATFORM = sky130hd
export DESIGN_NAME = sc2bin_fc
export DESIGN_NICKNAME = sc2bin_fc
export VERILOG_FILES = /design/flow/design.v
export SDC_FILE = /design/flow/constraint.sdc
export NUM_CORES = 4
export LEC_CHECK = 1
export CORE_UTILIZATION = 30
$ cat /design/flow/constraint.sdc
current_design sc2bin_fc

set clk_period 2.9
set clk_io_pct 0.2

create_clock -name clk0 -period $clk_period [get_ports {clk}]

set non_clock_inputs [all_inputs -no_clocks]
set_input_delay [expr $clk_period * $clk_io_pct] -clock clk0 $non_clock_inputs
set_output_delay [expr $clk_period * $clk_io_pct] -clock clk0 [all_outputs]
$ cat /design/flow/design.v
module sc2bin_fc (
   clk,               
   reset_n,           
   clr,               
   cnt_en,            
   act_en,            
   sc_pos,            
   sc_neg,            
   shft_amt,          
   bin_out            
);
parameter BITWIDTH_INT = 10;       
parameter BITWIDTH_OUT = 8;       
parameter            MAX_SHFT = 4;
parameter            SUBT_REG = 0;
parameter            RELU_REG = 0;
parameter            SHFT_REG = 0;
input                clk;
input                reset_n;
input                clr;
input                cnt_en;
input                act_en;
input                sc_pos;
input                sc_neg;
input [(MAX_SHFT>0 ? $clog2(MAX_SHFT+1)-1:0):0] shft_amt;  
output [BITWIDTH_OUT-1:0] bin_out;
wire                 subt_out;
wire                 subt;
wire [BITWIDTH_INT-1:0]  cnt_out;    
wire [BITWIDTH_INT-1:0]    relu_out;    
   subtractor_fc 
   subtractor_fc (
      .in_pos(sc_pos),
      .in_neg(sc_neg),
      .clk(clk), .reset_n(reset_n),
      .cnt_en(cnt_en),
      .subt_out(subt_out),
      .subt(subt));
   cnt_up_fc #(.BITWIDTH(BITWIDTH_INT))
   cnt_up_fc(
      .sc(subt_out),
      .subt(subt),
      .cnt_en(cnt_en),
      .clk(clk),
      .reset_n(reset_n),
      .clr(clr),
      .cnt_out(cnt_out));
   relu #(.BITWIDTH(BITWIDTH_INT),
          .RELU_REG(RELU_REG))    
   rect_lin_fc (
      .relu_in(cnt_out),
      .act_en(act_en),
      .clk(clk), .reset_n(reset_n),
      .relu_out(relu_out));
   shft_left #(.BITWIDTH_IN(BITWIDTH_INT),    
               .BITWIDTH_OUT(BITWIDTH_OUT),
               .MAX_SHFT(MAX_SHFT),
               .SHFT_REG(SHFT_REG))
   shft_fc(
      .shft_in(relu_out),
      .shft_amt(shft_amt),
      .act_en(act_en), .clk(clk), .reset_n(reset_n),
      .shft_out(bin_out));
endmodule
module cnt_up_fc
   #(
      parameter BITWIDTH = 8
   )
   (
      input       sc,
      input subt,
      input cnt_en, clk, reset_n,
      input clr,
      output [BITWIDTH-1:0] cnt_out
   );
   reg [BITWIDTH-1:0] cnt_val;
   assign cnt_out = cnt_val;
   always @(posedge clk or negedge reset_n) begin
      if(~reset_n) begin
         cnt_val <= 0;
      end 
      else begin
         if (clr) begin
            cnt_val <= 0;
         end
         else if(cnt_en) begin
            cnt_val <= subt ? (cnt_val - sc) : (cnt_val + sc);
         end
      end
   end
endmodule
module subtractor_fc
   (
      input clk, reset_n,
      input       in_pos, in_neg,
      input cnt_en, 
      output       subt_out,
      output subt
   );
   assign subt_out = in_pos ^ in_neg;
   assign subt = in_neg ;
endmodule
module relu
   #(
      parameter BITWIDTH = 8,
      parameter RELU_REG = 0
   )
   (
      input clk, reset_n,
      input [BITWIDTH-1:0] relu_in,
      input act_en, 
      output [BITWIDTH-1:0] relu_out
   );
   generate
      if(RELU_REG) begin : gen_relu_reg
         reg [BITWIDTH:0] relu_val;
         always @(posedge clk or negedge reset_n) begin
            if(~reset_n) begin
               relu_val <= 0;
            end
            else begin
               relu_val <= (relu_in[BITWIDTH-1] == 0) & act_en ? relu_in[BITWIDTH-1:0] : 0;
            end
         end
         assign relu_out = relu_val;
      end
      else begin : gen_relu_noreg
         assign relu_out = (relu_in[BITWIDTH-1] == 0) & act_en ? relu_in[BITWIDTH-1:0] : 0;
      end
   endgenerate
endmodule
module shft_left
   #(
      parameter BITWIDTH_IN = 10,
      parameter BITWIDTH_OUT = 8,
      parameter MAX_SHFT = 4,
      parameter SHFT_REG = 0
   )
   (
      input clk, reset_n,
      input [BITWIDTH_IN-1:0] shft_in,
      input [(MAX_SHFT>0 ? $clog2(MAX_SHFT+1)-1:0):0] shft_amt,
      input act_en, 
      output [BITWIDTH_OUT-1:0] shft_out
   );
   wire [BITWIDTH_IN+MAX_SHFT-1:0] shft_int;
   reg [BITWIDTH_OUT-1:0] shft_trunc;
   assign shft_int = {shft_in, {MAX_SHFT{1'b0}}};
   always @(*) begin
      if (shft_amt < 5) begin
         shft_trunc = shft_int[MAX_SHFT+BITWIDTH_OUT-shft_amt-1 -: BITWIDTH_OUT];
      end
      else if (shft_amt < 7) begin
         shft_trunc = shft_int[MAX_SHFT+BITWIDTH_OUT+shft_amt-5 -: BITWIDTH_OUT];
      end
      else begin
         shft_trunc = shft_int[MAX_SHFT+BITWIDTH_OUT-1 -: BITWIDTH_OUT];
      end
   end
   assign shft_out = shft_trunc;
endmodule
$ cat /design/flow/run.sh
#!/bin/bash
# OpenROAD 26Q1-2900-gdf79404cd8, Yosys 0.63+post, stock flow scripts
make -C /OpenROAD-flow-scripts/flow DESIGN_CONFIG=/design/flow/config.mk WORK_HOME=/design/flow/orfs finish
==> impl_metrics.csv <==
group,metric,value,unit
synthesis,synth_top_area_share,15.79,%
setup_path,start_kind,"input pin",
setup_path,worst_ep_required_time,2.32,ns
floorplanning,die_area,5579,µm²
cells_and_area,drive_gt1_share,34.19,%
timing,period_used_share,100.1,%
job,cap_violations,0,
place,gp_congestion,0.8689,
detailed_routing,antenna_left,0,
synthesis,synth_cells,209,
cells_and_area,area_delta_synth_final,51.70,%
global_routing,grt_pass1_vias,1713,
synthesis,netlist_logic_family_top,"AND-OR/OR-AND gates",
synthesis,ys_sh_simple,27.78,%
place,dp_slack,-0.4930,ns
setup_path,worst-endpoint-arrival,2.32,ns
cells_and_area,largestRegisters,"cnt_up_fc.cnt_val x10",
timing,setup_violations,1,
place,dp.cells,330,
detailed_routing,first_pass_iters,4,
detailed_routing,via_per_inst,5.307,
clocking,clk_pin_slew,0.04,ns
global_routing,grt_max_degree,20,
global_routing,grtUsageTotal,17.62,%
power,peakVddDrop,208.2,µV
setup_path,cp-end-kind,"output pin",
detailed_routing,vias,1815,
timing,rsz0062_at_grt,"true",
synthesis,ys_cells,209,
power,powerDensity,443.1,nW/µm²
detailed_routing,drtIter0Drc,74,
detailed_routing,drt_wl_total,4518,µm
global_routing,overflow,0,
place,hpwl,3405,µm
timing,final_hold_viol_count,0,
power,p_total,1.065,mW
clocking,root_buffer,"clkbuf_8",
floorplanning,fp_util,31.04,%
detailed_routing,wire_per_inst,13.21,µm
synthesis,yosys.area.top_type,"dfrtp_1",
synthesis,postSynthSeqShare,15.79,%
floorplanning,die_x,74.69,µm
clocking,cts_tree,"built",
run_status,violations,"setup timing",
timing,period_needed,2.902,ns
timing,fmax,0.3445,GHz
clocking,clk_latency,0.23,ns
synthesis,synthAoiAreaFrac,28.57,%
global_routing,antenna_found_initial,0,
cells_and_area,fin_cells,342,
cells_and_area,top_register,"cnt_up_fc.cnt_val",
synthesis,mux_share,10.50,%
setup_path,cp_max_fo,4,
synthesis,async_reset_ff_share,100.0,%
detailed_routing,num_antenna_cells,0,
synthesis,synth.top_cells.by_area,"dfrtp_1 (16%), ha_1 (8.7%), mux2i_1 (6.9%)",
synthesis,syn_area,1585,µm²
worst_hold_path,hold_class,"flip-flop to flip-flop",
clocking,cts_sinks,10,
synthesis,synth.avg_cell_area,7.585,µm²
job,warnings,26,
timing,skew,0.0009030,ns
synthesis,ff_type,"dfrtp_1",
synthesis,ys_area,1585,µm²
clocking,clock_path_buffers,2,
synthesis,ys.warnings.count,2,
timing,max_slew_margin,69.01,%
clocking,cts_max_level,1,
power,power_leakage,1.077,nW
detailed_routing,drc,0,
synthesis,synth_flops,10,
timing,worst_pin_slew,0.4634,ns
setup_path,worstSetupPathType,"input pin to output pin",
cells_and_area,largest_reg_flops,10,
floorplanning,num_rows,26,
synthesis,edf_count,0,
synthesis,ys_types,54,
floorplanning,die_y,74.69,µm
floorplanning,pin_count,18,
clocking,cts_buffers,3,
place,port_buffers,17,
run_status,outcome,"finished with violations",
synthesis,ys_sh_adder,9.945,%
timing,final.setup.worst_slack,-0.002445,ns
synthesis,xor_share,2.131,%
timing,drv_slew,0,
global_routing,grt_pass1_wl,7638,µm
floorplanning,core,5107,µm²
cells_and_area,fill_cells,497,
stage by stage:
stage	hold slack [ns]	TNS, ns	utilization [%]	area [µm²]
final	0.6420	-0.002445	47.08	2405
after global routing	0.6652	-0.06839	47.08	2405
after detailed placement	0.6286	-3.627	42.38	2165
after global placement	0.6164	-3.599	42.38	2165
after CTS	0.6482	0	45.81	2340
after floorplan	0.2844	0	-	1608
report_power, final:
group / internal [mW] / total (mW) / leakage [nW] / switching (mW)
registers: 0.169 / 0.224 / 0.131 / 0.0550
clock network: 0.0899 / 0.133 / 0.0216 / 0.0431
logic: 0.382 / 0.709 / 0.924 / 0.326
total: 0.641 / 1.07 / 1.08 / 0.425
worst paths after layout:
kind / start / to / slack (ns) / depth (start not counted)
max in group asynchronous: reset_n / cnt_up_fc.cnt_val[9] / 1.95 / 1
setup reg to reg: cnt_up_fc.cnt_val[0] / cnt_up_fc.cnt_val[8] / 0.61 / 8
setup / recovery: shft_amt[1] / bin_out[3] / -0.002 / 10
min in group asynchronous: reset_n / cnt_up_fc.cnt_val[0] / 0.66 / 1
hold / removal: cnt_up_fc.cnt_val[4] / cnt_up_fc.cnt_val[4] / 0.64 / 2
hold reg to reg: cnt_up_fc.cnt_val[4] / cnt_up_fc.cnt_val[4] / 0.64 / 2
Yosys cell counts, types with 4 or more instances:
cell type and count:
a21oi_1 20, buf_2 4, clkbuf_1 9, dfrtp_1 10, ha_1 11, inv_1 7
mux2_2 5, mux2i_1 11, nand2_1 13, nand3_1 9, nand3b_1 4, nor2_1 22
nor3_1 7, o21a_1 9, o21ai_0 10, or3b_2 4
what timing repair did:
action / CTS / global route
buffers inserted: 6 / 3
hold buffers: 0 / 0
setup endpoints to repair: 9 / 8
pin swaps: 15 / 16
hold endpoints to repair: 0 / 0
resized: 34 / 15
kinds of logic after synthesis:
kind of cell    Yosys count
fa+ha+maj                12
xor+xnor                  3
simple gates             79
mux                      16
flops                    10
compound gates           68
buf+inv                  21
placed cells by master (no fill, tap or decap), types with 2 or more instances in the layout:
cell type / netlist / final
a211oi_1: 2 / 2
a21oi_1: 20 / 20
a31oi_1: 3 / 3
buf_4: 0 / 50
buf_6: 0 / 5
clkbuf_8: 0 / 3
clkdlybuf4s50_1: 0 / 4
dfrtp_1: 10 / 10
dlygate4sd2_1: 0 / 6
dlymetal6s2s_1: 0 / 5
ha_1: 11 / 9
inv_1: 7 / 5
inv_2: 0 / 2
mux2_2: 5 / 5
mux2i_1: 11 / 11
nand2_1: 13 / 13
nand2b_1: 3 / 2
nand3_1: 9 / 9
nand3b_1: 4 / 4
nand4_1: 2 / 2
nor2_1: 22 / 21
nor2b_1: 3 / 2
nor2b_4: 1 / 2
nor3_1: 7 / 3
nor3_2: 0 / 4
nor3b_1: 3 / 2
o211ai_1: 3 / 3
o21a_1: 9 / 9
o21ai_0: 10 / 8
o21bai_1: 3 / 3
o311ai_0: 2 / 2
or3b_2: 4 / 4
layout make-up:
class                   count  area [µm²]  area share, %
inverters                   8       32.53          1.353
flip-flops and latches     10       250.2          10.41
repair buffers             73       621.8          25.86
clock buffers               3       41.29          1.717
well taps                  70       87.58          3.642
multi-input cells         178        1371          57.02
worst max-delay path: stages:
cell           delay (ns)
dlygate4sd2_1        0.23
inv_2                0.06
ha_4                 0.20
xnor2_4              0.21
nand4_1              0.13
o22a_1               0.22
buf_4                0.13
mux2_2               0.26
a22oi_2              0.11
dlygate4sd2_1        0.21
per-layer routing:
metal  vias up  GRT usage, %  share of wire [%]
li1        923             -                  -
met1       847         25.61                 48
met2        38         30.23                 47
met3         7        0.4071                3.5
met4         0         3.145                1.4
met5         -             0                  0
No activity file was given, so power comes from the tool's default toggle rates.
